`./config.mk`:
```
export PLATFORM = sky130hd
export DESIGN_NAME = recver
export DESIGN_NICKNAME = recver
export VERILOG_FILES = /design/flow/design.v
export SDC_FILE = /design/flow/constraint.sdc
export NUM_CORES = 4
export LEC_CHECK = 1
export CORE_AREA = 10 10 70 70
export DIE_AREA = 0 0 80 80
```
`./constraint.sdc`:
```
current_design recver

set clk_period 1.9
set clk_io_pct 0.2

create_clock -name clk0 -period $clk_period [get_ports {clk}]

set non_clock_inputs [all_inputs -no_clocks]
set_input_delay [expr $clk_period * $clk_io_pct] -clock clk0 $non_clock_inputs
set_output_delay [expr $clk_period * $clk_io_pct] -clock clk0 [all_outputs]
```
`./design.v`:
```
module sender(
  input logic [3:0] dataIn,
  input logic reset,
  input logic start,
  input logic clk,
  output logic serialOut
);
  logic [4:0] dataBuffer;
  logic [2:0] state;
  always_ff @(posedge clk)
    begin
      if (reset==1)
        begin
          dataBuffer<=0;
        end
      else if (state==0 && start==1)
        begin
          dataBuffer<={1'b1,dataIn};
        end
      else 
        begin
          dataBuffer<=dataBuffer<<1;
        end
    end
  assign serialOut=dataBuffer[4];
  always_ff @(posedge clk)
    begin
      if (reset==1) 
        begin
          state<=0;
        end
      else if (state==0 && start==1)
        begin
          state<=1;
        end
      else if (state>=1 && state<=4)
        begin
          state<=state+1;
        end
      else
        begin
          state<=0;
        end
    end
endmodule
module recver(
  input logic serialIn,
  input logic reset,
  input logic clk,
  output logic rdy,
  output logic [3:0] dataOut
);
  logic start=0;
  logic [4:0] dataBuffer;
  logic [2:0] state;
  always_ff @(posedge clk)
    begin
      if (reset==1)
        begin
          dataBuffer<=0;
          start<=0;
          rdy<=1;
        end
      else if (start == 0 && serialIn==1)
        begin
          start<=1;
          rdy<=0;
        end
      else if (start==1 && state<=3)
        begin
          dataBuffer<=dataBuffer<<1;
          dataBuffer[0]<=serialIn;
          if (state==3)
            begin
              start<=0;
          	  rdy<=1;
            end
        end
    end
  assign dataOut=dataBuffer;
  always_ff @(posedge clk)
    begin
      if (reset==1) 
        begin
          state<=0;
        end
      else if (state==0 && start==1)
        begin
          state<=1;
        end
      else if (state>=1 && state<=3)
        begin
          state<=state+1;
        end
      else
        begin
          state<=0;
        end
    end
endmodule
```
`./run.sh`:
```
#!/bin/bash
# OpenROAD 26Q1-2900-gdf79404cd8, Yosys 0.63+post, stock flow scripts
make -C /OpenROAD-flow-scripts/flow DESIGN_CONFIG=/design/flow/config.mk WORK_HOME=/design/flow/orfs finish
```
==> flow_metrics.tcl <==
# metrics dict for downstream scripts
set metrics [dict create \
    status "finished clean" \
    dp_slack_ps 428 \
    wl_per_cell_um 7.85 \
    fp-utilization_pct 11.5 \
    ys_chip_area_um2 393 \
    syn_avg_cell_area_um2 9.82 \
    period_used_pct 76.2 \
    rsz0062_at_grt "no" \
    postCtsSetupRepairBufs 0 \
    area_leaders "dfxtp_1 46%, ha_1 13%, mux2i_1 10%, nand2_1 5.7%, inv_1 3.8%" \
    path_max_fanout 2 \
    yosysWarningCount 1 \
    design.die.area_um2 6400 \
    hpwl_um 622 \
    syn-instance-count 40 \
    crit_path_end_kind "output pin" \
    grt_max_degree 8 \
    path_delay_family "buffers and inverters" \
    dr_wl_met2_um 316 \
    hold_class "flop to flop" \
    top_area_cell "dfxtp_1" \
    via_count 301 \
    synth_cell_type_count 16 \
    power_leakage_uw 0.000203 \
    syn_area_um2 393 \
    slew_violations 0 \
    crit_arrival_ps 1070 \
    routed_wirelength_um 761 \
    p_per_area_nw_per_um2 908 \
    clock_latency_ps 250 \
    track_usage_pct 2.47 \
    cap_violations 0 \
    dieWidth_um 80 \
    setup_viol 0 \
    warnings 27 \
    grt_pass1_vias 300 \
    final_cell_mix "9 x dfxtp_1, 7 x clkdlybuf4s50_1, 6 x nand2_1" \
    via_per_inst 3.10 \
    post-route-drc-count 0 \
    vdd_drop_max_v 0.000211 \
    die-height_um 80 \
    lay_top_count "dfxtp_1" \
    clk_pin_slew_worst_paths_ps 60 \
    finalCriticalPeriod_ps 1450 \
    antenna_found_initial 0 \
    final.setup.tns_ps 0 \
    ys_seq_elements 9 \
    ys_cells 40 \
    critPathSlowestCell "clkdlybuf4s50_1" \
    top_layer "met4" \
    antenna-diode-count 0 \
    critPathBufInv 1 \
    postSynthSeqShare_pct 45.9 \
    clock-sinks 9 \
    clock_skew_ps 0.605 \
    start_kind "flop" \
    p_total_uw 496 \
    overflow 0 \
    final-hold-violation-count 0 \
    coreArea_um2 3420 \
    root_buffer "clkbuf_4" \
    cp.required_ps 1520 \
    cts-htree-levels 1 \
    crit_type "flop to output pin" \
    setup_slack_ps 451 \
    relSlewSlack_pct 83.6 \
    drt_iter0_markers 16 \
    syn_to_final_growth_pct 39.2 \
    worstPathCellList "clkdlybuf4s50_1" \
    layout-drive-gt1-share_pct 7.84 \
    cts_hold_buf 0 \
    synth_top_area_share_pct 45.9 \
    drt.antenna.violating_nets 0 \
    critPathMaxStageDelay_ps 480 \
    max_freq_ghz 0.690 \
    route.met3.wl_um 84 \
    wl_met1_um 334 \
    cts_resized 0 \
    cts_max_path_buffers 2 \
    tightest_slew_ps 246 \
    firstDrtPassIters 3 \
    cts_tree "yes" \
    grt_pass1_wl_mm 1.30 \
    cts-buffers-inserted 3 \
    place_congestion 0.745 \
    port_buffers 7 \
    pin_count 8 \
    row_count 21 \
]
[synthesized netlist by cell type (all sizes together)]
master / number
dfxtp: 9
nand2: 6
ha: 4
inv: 4
mux2i: 4
a21oi: 2
nor2: 2
a211oi: 1
nand3b: 1
nor2b: 1
nor3b: 1
o211ai: 1
o21a: 1
o21ai: 1
o22ai: 1
or4: 1
[sequential cells by signal, summed over array words and instances, names as in the netlist]
signal      flops
start           1
state           3
dataBuffer      4
rdy             1
[worst paths after layout]
check / cells after the start / endpoint / startpoint / slack [ps]
worst max-delay path: 1 / dataOut[1] / dataBuffer[1] / 450
worst min-delay path: 2 / dataBuffer[3] / dataBuffer[3] / 460
worst max register to register: 5 / state[0] / state[1] / 470
worst min register to register: 2 / dataBuffer[3] / dataBuffer[3] / 460
[power by group]
part	total (uW)	switching, uW	internal, uW
sequential	236	24.1	211
combinational	118	57.2	60.6
clock	143	62.3	80.6
[routing by layer]
metal  GRT usage, %  vias up
met4          0.704        0
met2           3.61        6
met1           2.84      130
met3           1.70        5
li1               -      160
met5              0        -
[stage by stage]
| stage | util (%) | instances | area (um^2) | hold slack, ps |
|---|---|---|---|---|
| floorplan | - | 40 | 393 | 420 |
| global placement | 15.2 | 93 | 520 | 448 |
| detailed placement | 15.2 | 93 | 520 | 457 |
| CTS | 16.0 | 97 | 547 | 464 |
| global route | 16.0 | 97 | 547 | 499 |
| finish | 16.0 | 97 | 547 | 458 |
[worst min-delay path, cell delays in order (launching register included)]
cell,delay [ps]
dfxtp_1,310
nand2_1,50
mux2i_1,50
[layout make-up]
class,instances,area (um^2)
fill,385,2870
timing repair buffer,7,70.1
multi-input combinational,27,198
tap,46,57.6
sequential,9,180
inverter,4,15.0
clock buffer,4,26.3
[cell families (layout without fill, tap and decap cells)]
logic type	count (synthesis)	in the layout	share of synthesized area, %
adders and majority gates	4	4	12.7
AOI/OAI and AO/OA	7	7	12.4
and+or+nand+nor	12	12	15.0
DFF	9	9	45.9
buffers and inverters	4	15	3.82
muxes	4	4	10.2
