<file path="run.sh">
#!/bin/bash
# OpenROAD 26Q1-2900-gdf79404cd8, Yosys 0.63+post, stock flow scripts
make -C /OpenROAD-flow-scripts/flow DESIGN_CONFIG=/design/flow/config.mk WORK_HOME=/design/flow/orfs finish
</file>
<file path="config.mk">
export PLATFORM = sky130hd
export DESIGN_NAME = rfileReceiver
export DESIGN_NICKNAME = rfileReceiver
export VERILOG_FILES = /design/flow/design.v
export SDC_FILE = /design/flow/constraint.sdc
export NUM_CORES = 4
export LEC_CHECK = 1
export CORE_AREA = 10 10 71 71
export DIE_AREA = 0 0 81 81
</file>
<file path="constraint.sdc">
current_design rfileReceiver

set clk_period 3.2
set clk_io_pct 0.2

create_clock -name clk0 -period $clk_period [get_ports {clk}]

set non_clock_inputs [all_inputs -no_clocks]
set_input_delay [expr $clk_period * $clk_io_pct] -clock clk0 $non_clock_inputs
set_output_delay [expr $clk_period * $clk_io_pct] -clock clk0 [all_outputs]
</file>
<file path="design.v">
module regFile(
  output logic [3:0] rfdata,
  input logic [1:0] rfaddr,
  input logic [3:0] wdata,
  input logic [1:0] waddr,
  input logic write,
  input logic clk
);
  logic [3:0] regArray [0:3];
  assign rfdata=regArray[rfaddr];
  always_ff @(posedge clk)
    if (write==1) regArray[waddr]<=wdata;
endmodule
module transmitter(
  output logic serialLink,
  input logic [1:0] taddr,
  input logic [3:0] tdata,
  input logic send,
  input logic rst,
  input logic clk
);
  logic [4:0] state;
  logic [6:0] transBuff;
  always_ff @(posedge clk)
    begin
      if (rst==1) state<=0;
      else if (state==0 && send==1) state<=1;
      else if (state>0 && state<=7) state<=state+1;
      else state<=0;
    end
  always_ff @(posedge clk)
    begin
      if (rst==1) transBuff=0;
      else if (state==0 && send==1)
        transBuff<={1'b1,taddr,tdata};
      else transBuff<=transBuff<<1;
    end
  assign serialLink=transBuff[6];
endmodule
module rfileReceiver(
  output logic [1:0] waddr,
  output logic [3:0] wdata,
  output logic write,
  input logic serialLink,
  input logic rst,
  input logic clk
);
  logic ready;
  logic [6:0] transBuff;
  logic [4:0] state;
  always_ff @(posedge clk)
    begin
      if (rst==1)
        begin
          transBuff<=0;
          ready<=1;
        end
      else if (state == 0 && serialLink==1)
        begin
          transBuff[0]<=serialLink;
          ready<=0;
        end
      else if (ready==1)
        begin
          ready<=0;
          transBuff<=0;
        end
      else if (state > 0 && ready==0)
        begin
          transBuff<=transBuff<<1;
          transBuff[0]<=serialLink;
          if (state==6)
            begin
              ready<=1;
            end
        end
    end
  always_ff @(posedge clk)
    begin
      if (rst==1) 
        begin
          state<=0;
        end
      else if (state==0 && serialLink==1)
        begin
          state<=1;
        end
      else if (state>=1 && state<=6)
        begin
          state<=state+1;
        end
      else
        begin
          state<=0;
        end
    end
  assign waddr=transBuff[5:4];
  assign wdata=transBuff[3:0];
  assign write=transBuff[6];
endmodule
</file>
==> run summary <==
Figures from the implementation reports.

- The quantity of I/O buffers inserted on ports is 9.
- STA shows the worst min-delay path finishing at transBuff[6].
- The area overhead of the layout relative to synthesis reads 29.5%.
- The first global-routing pass estimated 2100 um of wire.
- The chip height reads 81 um.
- The maximum ir drop on the vdd rail reads 111 uV.
- The routed design has 1170 um of wire.
- For this design the static power due to leakage is around 0.26 nW.
- The OpenROAD warning count reads 28.
- The area fraction of the largest cell type after synthesis is 43.8%.
- The share of synthesized area occupied by flip-flops and latches is 43.8%.
- The boundary pin count reads 10.
- The critical path in this run is classified as primary input to register.
- The ratio of total power to cell area is 439 nW/um2.
- The setup slack after placement reads about 1.2 ns.
- The maximum clock frequency reads 558 MHz.
- The final worst slack is 1.41 ns.
- The timing report gives the worst reg2reg path a setup slack of 1.65 ns.
- In this run the deepest clock path goes through 2 buffers.
- The class of the worst hold path reads register to register.
- The path depth of the worst reg2reg path reads 5.
- The starting density of the core reads 16.4%.
- The number of antenna violations at the first check in global routing came to 0.
- The number of buffers inserted during clock tree synthesis reads 3.
- The first detailed-routing pass ran for 4 iterations.
- The number of antenna diodes in the final layout is 0.
- The count of filler cells inserted in the layout is slightly above 400.
- STA lists the maximum fanout along the critical path as 10.
- Nets still carrying antenna violations after routing amount to 0.
- The number of global-route vias before repair is 480.
- The core box area is 3630 um2.
- The largest area contributor in the synthesized netlist is sky130_fd_sc_hd__dfxtp_1.
- The remaining global-route overflow is 0.
- The routability-driven placement congestion ratio reads 0.802.
- After layout, the worst path uses 56.0% of the clock period.
- The synthesis report lists the most area-consuming cells as sky130_fd_sc_hd__dfxtp_1 44%, sky130_fd_sc_hd__ha_1 8.4%, sky130_fd_sc_hd__nand3b_1 6.3%, sky130_fd_sc_hd__a21oi_1 5.9%, sky130_fd_sc_hd__nand3_1 5.1%.
- The finished layout reports a core utilization of 21.2%.
- Setup repair after global routing left no endpoint under its margin.
- On the final layout, the worst clock skew is between 0.001 and 0.0015 ns.
- The CTS H-tree depth reads 1.
- The final count of negative-setup-slack endpoints is 0.
- The worst path in the final design needs a cycle of 1.79 ns, including I/O delays and setup.
- The share of cells above drive strength 1 is 5.48%.
- The area figure in the yosys stat output reads 594 um2.
- The met3 track utilization from global routing reads 1.56%.
- The layer carrying the most global-route usage is met2.
- The cell sequence reported for the critical path is clkdlybuf4s50_1 -> nor3_1 -> o21ai_0 -> nor4b_1.
- Synthesis produced 63 cells.
- The count of maximum capacitance violations is 0.
- The hold-critical path depth reads 2.
- The routed layout has 477 vias.
- For this run, the total global-route usage over all layers was measured as 3.82%.
- The routed length per instance reads 9.64 um.
- The run finished with clean final reports.
- The buffer cell driving the clock tree root is sky130_fd_sc_hd__clkbuf_8.
- Per the post-synthesis stats, the area per cell is 9.43 um2.
- The count of clock tree sinks reads 13.
- TritonCTS built the clock tree.
- The endpoint identified for the worst register-to-register timing path is transBuff[4].
- The startpoint kind of the worst setup timing path reads a primary input.
- The beginning of the worst hold path reads transBuff[6].
- The capturing element type of the critical path is a register.
- Setup total negative slack on the finished layout was measured at 0 ns.
- The count of standard-cell rows is 22.
- The timing report shows that the slowest cell on the worst path is sky130_fd_sc_hd__clkdlybuf4s50_1.
- The wire-length estimate of the detail-placed layout is 902 um.
- The distinct cell type count after synthesis reads 22.
- The DRC violations left is 0.
- The count of buffers added by post-CTS timing repair for setup reads 0.
- The largest net degree at the start of global routing is 11.
- The met1 global-route usage reads 4.45%.
- The post-synth register bit count is 13.
- The number of hold buffers added after CTS was 0.
- Using the TritonRoute via totals, the vias-per-cell ratio works out to 3.94.
- In the final report, the number of hold violations comes to 0.
- The area of the mapped netlist reads 594 um2.
- met2 track demand over resource after global routing is 6.37%.
- The die outline area reads 6560 um2.
- For the worst reg-to-reg path, the startpoint reported by OpenROAD is state[0].
- The DRC violation total after the first TritonRoute iteration reads 77.
- The count of final max-slew check failures reads 0.
- On the worst setup and hold paths after CTS, the clock-pin slew comes to 0.05 ns.
- The horizontal die dimension reported for this design is 81 um.
- The worst stage delay on the critical path reads around 0.58 ns.
- The arrival time at the worst endpoint reads 1.93 ns.
- The count of instantiated cells in the yosys netlist reads 63.
- Warnings reported by Yosys during synthesis add up to 1.
- The quantity of gates resized following cts is 0.
- According to the timing report, the data required time at the worst endpoint equals between 3 and 4 ns.
- The clock latency at the later pin of the worst-skew pair is 0.23 ns.
[area by class of cell]
type | instances | area, um2 | area share (%)
Clock buffer | 4 | 45.0 | 5.85
Tap cell | 48 | 60.1 | 7.80
Multi-Input combinational cell | 43 | 299 | 38.9
Sequential cell | 13 | 260 | 33.8
Inverter | 4 | 15.0 | 1.95
Timing Repair Buffer | 9 | 90.1 | 11.7
[where the power goes]
group          total (mW)  switching, mW  internal (mW)
registers           0.170        0.00412          0.166
logic              0.0265         0.0133         0.0132
clock network       0.142         0.0540         0.0877
total               0.338         0.0714          0.267
[per-layer routing]
metal  vias to the layer above  part of all wire (%)
li1                        244                     -
met1                       223                    42
met2                         8                    48
met3                         2                   8.0
met4                         0                   1.5
met5                         -                     0
[cells in the mapped netlist, drive strengths merged]
library cell / number
nand2: 4
xnor2: 1
nor2b: 1
nor4b: 3
nand2b: 2
o32ai: 1
conb: 1
nor4: 1
nand3: 6
buf: 2
o21ai: 2
dfxtp: 13
a21oi: 7
nor3: 3
clkbuf: 1
or4b: 1
ha: 4
inv: 4
nand3b: 5
o41ai: 1
[cells in the final DEF (no fill, tap or decap)]
master	Yosys	routed
sky130_fd_sc_hd__a21oi_1	7	7
sky130_fd_sc_hd__clkbuf_1	1	1
sky130_fd_sc_hd__clkbuf_8	0	3
sky130_fd_sc_hd__clkdlybuf4s50_1	0	9
sky130_fd_sc_hd__conb_1	1	1
sky130_fd_sc_hd__dfxtp_1	13	13
sky130_fd_sc_hd__ha_1	4	4
sky130_fd_sc_hd__inv_1	4	4
sky130_fd_sc_hd__nand2_1	4	4
sky130_fd_sc_hd__nand2b_1	2	2
sky130_fd_sc_hd__nand3_1	6	6
sky130_fd_sc_hd__nand3b_1	5	5
sky130_fd_sc_hd__nor2b_1	1	1
sky130_fd_sc_hd__nor3_1	3	3
sky130_fd_sc_hd__nor4_1	1	1
sky130_fd_sc_hd__nor4b_1	2	2
sky130_fd_sc_hd__nor4b_4	1	1
sky130_fd_sc_hd__o21ai_0	2	2
sky130_fd_sc_hd__o32ai_1	1	1
sky130_fd_sc_hd__o41ai_1	1	1
sky130_fd_sc_hd__or4b_1	1	1
sky130_fd_sc_hd__xnor2_1	1	1
[registers in the layout (all words and copies together), names as in the netlist]
name and flops:
ready 1, state 5, transBuff 7
[worst max-delay path, delay by kind of cell]
| kind | cells | cell delay, ns |
|---|---|---|
| and+or+nand+nor | 2 | 0.50 |
| buffers and inverters | 1 | 0.58 |
| AOI/OAI and AO/OA | 1 | 0.20 |
[logic make-up (layout without fill, tap and decap cells)]
logic type                 count (synthesis)  in the layout  synth area share [%]
DFF                                       13             13                  43.8
buffers and inverters                      7             17                  5.89
other                                      1              1                 0.631
AOI/OAI and AO/OA                         11             11                  10.5
adders and majority gates                  4              4                  8.42
xor gates and xnor gates                   1              1                  1.47
and+or+nand+nor                           26             26                  29.3
[worst max-delay path by stage]
| stage | end | from | depth (start not counted) | slack [ns] |
|---|---|---|---|---|
| after CTS | state[2] | rst | 4 | 1.41 |
| after global routing | state[1] | rst | 4 | 1.29 |
| final | state[2] | rst | 4 | 1.41 |
[per-stage QoR]
stage | area (um2) | instances | hold slack [ns] | power [mW]
5_1_grt | 769 | 121 | 0.517 | 0.357
3_5_place_dp | 724 | 117 | 0.466 | 0.200
4_1_cts | 769 | 121 | 0.474 | 0.342
3_3_place_gp | 724 | 117 | 0.473 | 0.199
2_1_floorplan | 594 | 63 | 0.429 | 0.191
6_report | 769 | 121 | 0.467 | 0.338
No activity file was given, so power comes from the tool's default toggle rates.
